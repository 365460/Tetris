File: ./run.sh
#!/bin/bash
# OpenROAD 26Q1-2900-gdf79404cd8, Yosys 0.63+post, stock flow scripts
make -C /OpenROAD-flow-scripts/flow DESIGN_CONFIG=/design/flow/config.mk WORK_HOME=/design/flow/orfs finish
File: ./config.mk
export PLATFORM = sky130hd
export DESIGN_NAME = collision_check
export DESIGN_NICKNAME = collision_check
export VERILOG_FILES = /design/flow/design.v
export SDC_FILE = /design/flow/constraint.sdc
export NUM_CORES = 4
export LEC_CHECK = 1
export CORE_UTILIZATION = 40
File: ./constraint.sdc
current_design collision_check

set clk_period 53.4
set clk_io_pct 0.2

create_clock -name clk0 -period $clk_period

set non_clock_inputs [all_inputs -no_clocks]
set_input_delay [expr $clk_period * $clk_io_pct] -clock clk0 $non_clock_inputs
set_output_delay [expr $clk_period * $clk_io_pct] -clock clk0 [all_outputs]
File: ./design.v
module brick(
	input wire[4-1:0] brick_type,
	input wire[2-1:0] dir,
	input wire[10-1:0] cur_pos,
	output wire[10*4-1:0] brick_pos
);
	wire [10*4*7-1:0] brick_POSs;
	brick_I brickI(
		.dir(dir),
		.cur_pos(cur_pos),
		.brick_pos(brick_POSs[(4'd1-1)*10*4 +: 10*4])
	);
	brick_J brickJ(
		.dir(dir),
		.cur_pos(cur_pos),
		.brick_pos(brick_POSs[(4'd2-1)*10*4 +: 10*4])
	);
	brick_L brickL(
		.dir(dir),
		.cur_pos(cur_pos),
		.brick_pos(brick_POSs[(4'd3-1)*10*4 +: 10*4])
	);
	brick_O brickO(
		.dir(dir),
		.cur_pos(cur_pos),
		.brick_pos(brick_POSs[(4'd4-1)*10*4 +: 10*4])
	);
	brick_S brickS(
		.dir(dir),
		.cur_pos(cur_pos),
		.brick_pos(brick_POSs[(4'd5-1)*10*4 +: 10*4])
	);
	brick_T brickT(
		.dir(dir),
		.cur_pos(cur_pos),
		.brick_pos(brick_POSs[(4'd6-1)*10*4 +: 10*4])
	);
	brick_Z brickZ(
		.dir(dir),
		.cur_pos(cur_pos),
		.brick_pos(brick_POSs[(4'd7-1)*10*4 +: 10*4])
	);
	assign brick_pos = brick_POSs[(brick_type-1)*10*4 +: 10*4];
endmodule
module brick_I(
	input wire[2-1:0] dir,
	input wire[10-1:0] cur_pos,
	output reg [10*4-1:0] brick_pos
);
	wire [4:0] x = cur_pos[0 +:5];
	wire [4:0] y = cur_pos[5 +:5];
	always @(*) begin
		case(dir)
			0, 2: begin
				brick_pos[0*10 +: 10] = ( (y << (10>>1)) | x-2 );
				brick_pos[1*10 +: 10] = ( (y << (10>>1)) | x-1 );
				brick_pos[2*10 +: 10] = ( (y << (10>>1)) | x );
				brick_pos[3*10 +: 10] = ( (y << (10>>1)) | x+1 );
			end
			1, 3: begin
				brick_pos[0*10 +: 10] = ( (y+1 << (10>>1)) | x );
				brick_pos[1*10 +: 10] = ( (y << (10>>1)) | x );
				brick_pos[2*10 +: 10] = ( (y-1 << (10>>1)) | x );
				brick_pos[3*10 +: 10] = ( (y-2 << (10>>1)) | x );
			end
		endcase
	end
endmodule
module brick_J(
	input wire[2-1:0] dir,
	input wire[10-1:0] cur_pos,
	output reg[10*4-1:0] brick_pos
);
	wire [4:0] x = cur_pos[0 +:5];
	wire [4:0] y = cur_pos[5 +:5];
	always @(*) begin
		case(dir)
			0: begin
				brick_pos[0*10 +: 10] = ( (y << (10>>1)) | x-1 );
				brick_pos[1*10 +: 10] = ( (y << (10>>1)) | x );
				brick_pos[2*10 +: 10] = ( (y << (10>>1)) | x+1 );
				brick_pos[3*10 +: 10] = ( (y-1 << (10>>1)) | x+1 );
			end
			1: begin
				brick_pos[0*10 +: 10] = ( (y+1 << (10>>1)) | x );
				brick_pos[1*10 +: 10] = ( (y << (10>>1)) | x );
				brick_pos[2*10 +: 10] = ( (y-1 << (10>>1)) | x );
				brick_pos[3*10 +: 10] = ( (y-1 << (10>>1)) | x-1 );
			end
			2: begin
				brick_pos[0*10 +: 10] = ( (y << (10>>1)) | x-1 );
				brick_pos[1*10 +: 10] = ( (y-1 << (10>>1)) | x-1 );
				brick_pos[2*10 +: 10] = ( (y-1 << (10>>1)) | x );
				brick_pos[3*10 +: 10] = ( (y-1 << (10>>1)) | x+1 );
			end
			3: begin
				brick_pos[0*10 +: 10] = ( (y+1 << (10>>1)) | x+1 );
				brick_pos[1*10 +: 10] = ( (y+1 << (10>>1)) | x );
				brick_pos[2*10 +: 10] = ( (y << (10>>1)) | x );
				brick_pos[3*10 +: 10] = ( (y-1 << (10>>1)) | x );
			end
		endcase
	end
endmodule
module brick_L(
	input wire[2-1:0] dir,
	input wire[10-1:0] cur_pos,
	output reg[10*4-1:0] brick_pos
);
	wire [4:0] x = cur_pos[0 +:5];
	wire [4:0] y = cur_pos[5 +:5];
	always @(*) begin
		case(dir)
			0: begin
				brick_pos[0*10 +: 10] = ( (y << (10>>1)) | x-1 );
				brick_pos[1*10 +: 10] = ( (y << (10>>1)) | x );
				brick_pos[2*10 +: 10] = ( (y << (10>>1)) | x+1 );
				brick_pos[3*10 +: 10] = ( (y-1 << (10>>1)) | x-1 );
			end
			1: begin
				brick_pos[0*10 +: 10] = ( (y+1 << (10>>1)) | x-1 );
				brick_pos[1*10 +: 10] = ( (y+1 << (10>>1)) | x );
				brick_pos[2*10 +: 10] = ( (y << (10>>1)) | x );
				brick_pos[3*10 +: 10] = ( (y-1 << (10>>1)) | x );
			end
			2: begin
				brick_pos[0*10 +: 10] = ( (y << (10>>1)) | x+1 );
				brick_pos[1*10 +: 10] = ( (y-1 << (10>>1)) | x-1 );
				brick_pos[2*10 +: 10] = ( (y-1 << (10>>1)) | x );
				brick_pos[3*10 +: 10] = ( (y-1 << (10>>1)) | x+1 );
			end
			3: begin
				brick_pos[0*10 +: 10] = ( (y+1 << (10>>1)) | x );
				brick_pos[1*10 +: 10] = ( (y << (10>>1)) | x );
				brick_pos[2*10 +: 10] = ( (y-1 << (10>>1)) | x );
				brick_pos[3*10 +: 10] = ( (y-1 << (10>>1)) | x+1 );
			end
		endcase
	end
endmodule
module brick_O(
	input wire[2-1:0] dir,
	input wire[10-1:0] cur_pos,
	output reg[10*4-1:0] brick_pos
);
	wire [4:0] x = cur_pos[0 +:5];
	wire [4:0] y = cur_pos[5 +:5];
	always @(*) begin
		case(dir)
			0,1,2,3: begin
				brick_pos[0*10 +: 10] = ( (y << (10>>1)) | x-1 );
				brick_pos[1*10 +: 10] = ( (y << (10>>1)) | x );
				brick_pos[2*10 +: 10] = ( (y-1 << (10>>1)) | x-1 );
				brick_pos[3*10 +: 10] = ( (y-1 << (10>>1)) | x );
			end
		endcase
	end
endmodule
module brick_S(
	input wire[2-1:0] dir,
	input wire[10-1:0] cur_pos,
	output reg[10*4-1:0] brick_pos
);
	wire [4:0] x = cur_pos[0 +:5];
	wire [4:0] y = cur_pos[5 +:5];
	always @(*) begin
		case(dir)
			0,2: begin
				brick_pos[0*10 +: 10] = ( (y << (10>>1)) | x );
				brick_pos[1*10 +: 10] = ( (y << (10>>1)) | x+1 );
				brick_pos[2*10 +: 10] = ( (y-1 << (10>>1)) | x );
				brick_pos[3*10 +: 10] = ( (y-1 << (10>>1)) | x-1 );
			end
			1,3: begin
				brick_pos[0*10 +: 10] = ( (y+1 << (10>>1)) | x-1 );
				brick_pos[1*10 +: 10] = ( (y << (10>>1)) | x-1 );
				brick_pos[2*10 +: 10] = ( (y << (10>>1)) | x );
				brick_pos[3*10 +: 10] = ( (y-1 << (10>>1)) | x );
			end
		endcase
	end
endmodule
module brick_Z(
	input wire[2-1:0] dir,
	input wire[10-1:0] cur_pos,
	output reg[10*4-1:0] brick_pos
);
	wire [4:0] x = cur_pos[0 +:5];
	wire [4:0] y = cur_pos[5 +:5];
	always @(*) begin
		case(dir)
			0,2: begin
				brick_pos[0*10 +: 10] = ( (y << (10>>1)) | x-1 );
				brick_pos[1*10 +: 10] = ( (y << (10>>1)) | x );
				brick_pos[2*10 +: 10] = ( (y-1 << (10>>1)) | x );
				brick_pos[3*10 +: 10] = ( (y-1 << (10>>1)) | x+1 );
			end
			1,3: begin
				brick_pos[0*10 +: 10] = ( (y+1 << (10>>1)) | x );
				brick_pos[1*10 +: 10] = ( (y << (10>>1)) | x );
				brick_pos[2*10 +: 10] = ( (y << (10>>1)) | x-1 );
				brick_pos[3*10 +: 10] = ( (y-1 << (10>>1)) | x-1 );
			end
		endcase
	end
endmodule
module brick_T(
	input wire[2-1:0] dir,
	input wire[10-1:0] cur_pos,
	output reg[10*4-1:0] brick_pos
);
	wire [4:0] x = cur_pos[0 +:5];
	wire [4:0] y = cur_pos[5 +:5];
	always @(*) begin
		case(dir)
			0: begin
				brick_pos[0*10 +: 10] = ( (y << (10>>1)) | x-1 );
				brick_pos[1*10 +: 10] = ( (y << (10>>1)) | x );
				brick_pos[2*10 +: 10] = ( (y << (10>>1)) | x+1 );
				brick_pos[3*10 +: 10] = ( (y-1 << (10>>1)) | x );
			end
			1: begin
				brick_pos[0*10 +: 10] = ( (y+1 << (10>>1)) | x );
				brick_pos[1*10 +: 10] = ( (y << (10>>1)) | x-1 );
				brick_pos[2*10 +: 10] = ( (y << (10>>1)) | x );
				brick_pos[3*10 +: 10] = ( (y-1 << (10>>1)) | x );
			end
			2: begin
				brick_pos[0*10 +: 10] = ( (y << (10>>1)) | x );
				brick_pos[1*10 +: 10] = ( (y-1 << (10>>1)) | x-1 );
				brick_pos[2*10 +: 10] = ( (y-1 << (10>>1)) | x );
				brick_pos[3*10 +: 10] = ( (y-1 << (10>>1)) | x+1 );
			end
			3: begin
				brick_pos[0*10 +: 10] = ( (y+1 << (10>>1)) | x );
				brick_pos[1*10 +: 10] = ( (y << (10>>1)) | x );
				brick_pos[2*10 +: 10] = ( (y << (10>>1)) | x+1 );
				brick_pos[3*10 +: 10] = ( (y-1 << (10>>1)) | x );
			end
		endcase
	end
endmodule
module collision_check(
	input wire[(20 * 12 )-1:0] board,
	input wire[10-1:0] pos,
	input wire[4-1:0] brick_type,
	input wire[2-1:0] dir,
	output wire is_collided
);
	wire [10-1:0] pos1, pos2, pos3, pos0;
	wire [10*4-1:0] brick_pos;
	brick inst_b(
		.brick_type(brick_type),
		.dir(dir),
		.cur_pos(pos),
		.brick_pos(brick_pos)
	);
	assign pos0 = brick_pos[0*10 +: 10];
	assign pos1 = brick_pos[1*10 +: 10];
	assign pos2 = brick_pos[2*10 +: 10];
	assign pos3 = brick_pos[3*10 +: 10];
	wire valid_pos;
	assign valid_pos = (pos0[0 +:5] < 12 && pos0[5 +:5] < 20) && (pos1[0 +:5] < 12 && pos1[5 +:5] < 20) && (pos2[0 +:5] < 12 && pos2[5 +:5] < 20) && (pos3[0 +:5] < 12 && pos3[5 +:5] < 20);
	assign is_collided = !(valid_pos && (board[(pos0[5 +:5]*12 + pos0[0 +:5])] == 0) && (board[(pos1[5 +:5]*12 + pos1[0 +:5])] == 0)
					  && (board[(pos2[5 +:5]*12 + pos2[0 +:5])] == 0) && (board[(pos3[5 +:5]*12 + pos3[0 +:5])] == 0));
endmodule
==> reports/summary.rpt <==
STATUS
--------------------------------------------------------------------------------------
Outcome                                                                   complete, but fails checks
Violations in the final reports                                           capacitance limit, slew limit

STA
--------------------------------------------------------------------------------------
RSZ-0062 raised after global routing                                             false
Tightest slew margin relative to the limit                                     -1.993%
Highest attainable clock frequency                                           30.78 MHz
Min Tclk post-route                                                           32490 ps
Sum Neg Setup Slack                                                               0 ps
Actual slew at the worst max-slew pin                                          1514 ps
# setup viols final                                                                  0
Number of pins exceeding their max-slew limit in the final report                    3
Share of the cycle needed by the critical path after routing                    60.84%
Final setup slack of the worst path                                           20910 ps
Number of hold violations in the final report                                        0

ROUTE
--------------------------------------------------------------------------------------
Average via count per standard cell                                              7.836
1st-pass router iterations                                                           8
Initial DRC count                                                                 5662
Routed wire per std cell                                                      40.74 um
Antenna viol nets, final                                                             0
Sum of routed wire length over all layers                                    189300 um
Post-route DRC                                                                       0
Detailed-route via count                                                         36414

YOSYS
--------------------------------------------------------------------------------------
Synthesized area per cell                                                   6.802 um^2
Synth top area share                                                            11.47%
Most area-consuming cells after synthesis                                 sky130_fd_sc_hd__mux4_2 11%, sky130_fd_sc_hd__mux2i_1 9.4%, sky130_fd_sc_hd__nand2_1 7.2%
Synthesized area                                                            25520 um^2
Synthesized chip area reported by yosys                                     25520 um^2
Leading post-synthesis cells by instance count                            487 x sky130_fd_sc_hd__nand2_1, 308 x sky130_fd_sc_hd__nor2_1, 285 x sky130_fd_sc_hd__a21oi_1
Yosys cell count                                                                  3752
Cell type with the largest total area                                     sky130_fd_sc_hd__mux4_2
Cell with the most instances after synthesis                              sky130_fd_sc_hd__nand2_1
Syn. warnings                                                                        7
Share of synthesized area occupied by flip-flops and latches                        0%
Synthesized netlist cell count                                                    3752
Synth cell types                                                                   111

JOB
--------------------------------------------------------------------------------------
Warning total across the stage logs                                                 48
Reported max-cap violation count                                                     1

LAYOUT
--------------------------------------------------------------------------------------
Storage cell area                                                               0 um^2
Combinational Area                                                          23400 um^2
Num sequential                                                                       0
Fillers                                                                           6630
Number of clock-tree buffers in the layout                                           0
Core Util, Final                                                                45.58%
Filler-free cell count of the finished design                                     4647
Share of final-layout standard cells stronger than drive strength 1             12.52%
Area added between synthesis and finish                                         12.67%

PLACE
--------------------------------------------------------------------------------------
Count of placed standard cells including taps                                     4638
Buffers added on ports                                                             257
GP Congestion                                                                    1.171
Post-detail-place hpwl                                                       141000 um
Post-Place Worst Slack                                                        21450 ps

GRT
--------------------------------------------------------------------------------------
Gr ovfl total                                                                        0
Number of global-route vias before repair                                        33660
Global-route wire length before repair                                       261600 um
Largest net degree at the start of global routing                                   77
Antenna violations before repair                                                    22
Global-route total usage across every layer                                     58.42%

CRITICAL PATH
--------------------------------------------------------------------------------------
Worst Setup End Kind                                                      primary output
Crit path kind                                                                  in2out
Worst-path maximum fanout                                                           76
WP data arrival                                                               21810 ps
Crit start category                                                       primary input
Library cell contributing the largest single delay on the critical path   sky130_fd_sc_hd__xnor2_1
Required time worst endpoint                                                  42720 ps
Max incr delay on CP                                                            860 ps

DIE
--------------------------------------------------------------------------------------
Die Span X                                                                    254.6 um
Count of standard-cell rows                                                         92
Initial standard-cell utilization of the core                                   40.46%
I/O pins                                                                           257
Vert. Die Dim                                                                 254.6 um
Total die size                                                              64810 um^2
Core ar.                                                                    63080 um^2

PWR
--------------------------------------------------------------------------------------
Sw Share                                                                        66.63%
Total power divided by cell area                                          53.76 nW/um^2
VDD IR-drop max                                                               35.34 uV
Internal power consumption                                                    515.7 uW
Leakage Power                                                               0.01039 uW
PnR Total Power                                                                1546 uW
Switching Power                                                                1030 uW

CLOCK TREE
--------------------------------------------------------------------------------------
Hold-fix buffers at CTS                                                              0
Cts repair resizes                                                                   0
Post-CTS Setup Inserts                                                               0

HOLD PATH
--------------------------------------------------------------------------------------
Class of the tightest hold or removal check                                     in2out

-- per-layer routing --
metal / GRT usage [%] / vias up / routed length, um
li1: - / 14631 / -
met2: 78.12 / 3550 / 72770
met5: 5.338 / - / 672
met1: 69.01 / 17006 / 64790
met3: 32.94 / 1193 / 31920
met4: 42.62 / 34 / 19170
-- power by group through the flow --
stage / clock network (uW) / logic [uW] / registers (uW)
CTS: 0 / 1440 / 0
global route: 0.00000251 / 1570 / 0
-- path summary, 6_finish.rpt --
path / depth (start not counted) / start / to / slack [ps]
worst max-delay path: 32 / brick_type[0] / is_collided / 20910
worst min-delay path: 8 / board[31] / is_collided / 23390
-- critical path: cells and delay by family --
family                     cells  cell delay (ps)
adders and majority gates      7             2710
muxes                          2              790
buffers and inverters          9             2900
AOI/OAI and AO/OA              6             1460
and+or+nand+nor                6             1970
xor gates and xnor gates       2             1180
-- cells in the final DEF (no fill, tap or decap), types with 61 or more instances in the layout --
| master | instances |
|---|---|
| sky130_fd_sc_hd__nor3_1 | 83 |
| sky130_fd_sc_hd__o22ai_1 | 66 |
| sky130_fd_sc_hd__nand2_1 | 487 |
| sky130_fd_sc_hd__mux2i_1 | 239 |
| sky130_fd_sc_hd__nor2_1 | 304 |
| sky130_fd_sc_hd__a21oi_1 | 283 |
| sky130_fd_sc_hd__a211oi_1 | 67 |
| sky130_fd_sc_hd__mux4_2 | 130 |
| sky130_fd_sc_hd__buf_4 | 189 |
| sky130_fd_sc_hd__o21ai_0 | 234 |
| sky130_fd_sc_hd__inv_1 | 63 |
| sky130_fd_sc_hd__nand3_1 | 151 |
| sky130_fd_sc_hd__a22oi_1 | 61 |
| sky130_fd_sc_hd__o211ai_1 | 76 |
| sky130_fd_sc_hd__clkdlybuf4s50_1 | 253 |
| sky130_fd_sc_hd__a31oi_1 | 81 |
-- kinds of logic after synthesis --
kind of cell | Yosys count | share of synthesized area, %
adder cells (fa/ha/maj) | 67 | 3.520
XOR/XNOR | 76 | 2.800
AND/OR/NAND/NOR | 1332 | 24.50
buffers and inverters | 481 | 8.909
AND-OR/OR-AND | 1380 | 37.35
multiplexers | 416 | 22.93
-- area by class of cell --
| cell class | count | area share [%] |
|---|---|---|
| multi-input combinational | 3271 | 81.37 |
| inverter | 76 | 1.040 |
| timing repair buffer | 446 | 13.84 |
| antenna | 8 | 0.06962 |
| tap | 846 | 3.681 |
-- per-stage QoR --
step / area [um^2] / hold WS [ps]
6_report: 28750 / 23390
4_1_cts: 28730 / 23300
2_1_floorplan: 25520 / 21840
3_3_place_gp: 28730 / 23310
3_5_place_dp: 28730 / 23300
5_1_grt: 28740 / 23400
No activity file was given, so power comes from the tool's default toggle rates.
